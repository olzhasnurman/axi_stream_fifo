--- flow/run.sh ---
#!/bin/bash
# OpenROAD 26Q1-2900-gdf79404cd8, Yosys 0.63+post, stock flow scripts
make -C /OpenROAD-flow-scripts/flow DESIGN_CONFIG=/design/flow/config.mk WORK_HOME=/design/flow/orfs finish
--- flow/config.mk ---
export PLATFORM = sky130hd
export DESIGN_NAME = axis_fifo
export DESIGN_NICKNAME = axis_fifo
export VERILOG_FILES = /design/flow/design.v
export SDC_FILE = /design/flow/constraint.sdc
export NUM_CORES = 4
export LEC_CHECK = 1
export CORE_UTILIZATION = 50
export SYNTH_MEMORY_MAX_BITS = 65536
--- flow/constraint.sdc ---
current_design axis_fifo

set clk_period 297.9
set clk_io_pct 0.2

create_clock -name clk0 -period $clk_period [get_ports {i_clk}]

set non_clock_inputs [all_inputs -no_clocks]
set_input_delay [expr $clk_period * $clk_io_pct] -clock clk0 $non_clock_inputs
set_output_delay [expr $clk_period * $clk_io_pct] -clock clk0 [all_outputs]
--- flow/design.v ---
module axis_fifo
#(
    parameter FIFO_DEPTH = 1024,
    parameter DATA_WIDTH = 8
)
(
    input  logic                    i_clk,
    input  logic                    i_rstn,
    input  logic [DATA_WIDTH - 1:0] s_axis_fifo_tdata,
    input  logic                    s_axis_fifo_tuser,
    input  logic                    s_axis_fifo_tlast,
    input  logic                    s_axis_fifo_tvalid,
    output logic                    s_axis_fifo_tready,
    input  logic                    m_axis_fifo_tready,
    output logic [DATA_WIDTH - 1:0] m_axis_fifo_tdata,
    output logic                    m_axis_fifo_tuser,
    output logic                    m_axis_fifo_tlast,
    output logic                    m_axis_fifo_tvalid
);
    localparam COUNT_W = $clog2(FIFO_DEPTH);
    logic [COUNT_W - 1:0] s_write_index;
    logic [COUNT_W - 1:0] s_read_index;
    logic s_fifo_empty;
    logic s_fifo_full;
    logic s_fifo_read_after_empty;
    logic [DATA_WIDTH - 1:0] s_fifo_mem_tdata [FIFO_DEPTH - 1:0];
    logic s_fifo_mem_tuser [FIFO_DEPTH - 1:0];
    logic s_fifo_mem_tlast [FIFO_DEPTH - 1:0];
    always_ff @(posedge i_clk) begin
        if (~ i_rstn) s_write_index <= '0;
        else if (s_axis_fifo_tvalid & s_axis_fifo_tready) begin
            s_fifo_mem_tdata[s_write_index] <= s_axis_fifo_tdata;
            s_fifo_mem_tuser[s_write_index] <= s_axis_fifo_tuser;
            s_fifo_mem_tlast[s_write_index] <= s_axis_fifo_tlast;
            s_write_index <= s_write_index + {{(COUNT_W - 1) {1'b0}} , 1'b1};
        end
    end
    always_ff @(posedge i_clk) begin
        if (~ i_rstn) begin 
            s_read_index       <= '0;
            m_axis_fifo_tdata  <= '0;
            m_axis_fifo_tuser  <= '0;
            m_axis_fifo_tlast  <= '0;
            m_axis_fifo_tvalid <= '0;
            s_fifo_read_after_empty <= 1'b1;
        end
        else if (~ s_fifo_empty & m_axis_fifo_tready) begin
            s_read_index <= s_read_index + {{(COUNT_W - 1) {1'b0}} , 1'b1};
            m_axis_fifo_tdata  <= s_fifo_mem_tdata[s_read_index];
            m_axis_fifo_tuser  <= s_fifo_mem_tuser[s_read_index];
            m_axis_fifo_tlast  <= s_fifo_mem_tlast[s_read_index];
            s_fifo_read_after_empty <= 1'b0;
        end
        else if (s_fifo_empty) begin
            s_fifo_read_after_empty <= 1'b1;
        end
        if (s_fifo_read_after_empty)
            m_axis_fifo_tvalid <= (~ s_fifo_empty) & m_axis_fifo_tready;
        else
            m_axis_fifo_tvalid <= (~ s_fifo_empty); 
    end
    assign s_fifo_empty    = (s_write_index == s_read_index);
    assign s_fifo_full     = ((s_write_index + {{(COUNT_W - 1) {1'b0}} , 1'b1}) == s_read_index);
    assign s_axis_fifo_tready = ~ s_fifo_full;
endmodule
==> deck_impl_summary.md <==
Run Summary

Clock network
  – CTS clk-pin slew, worst paths: 0.06 ns
  – Setup Fix Bufs, Post-CTS: 0
  – CTS tree: done
  – CTS Buf Count: 1118
  – Clock Tree Buf Depth: 5
  – CTS root buffer: clkbuf_16
  – CTS Sinks: 10300
  – Skew-Pair Late Insertion Delay: 1.25 ns
  – CTS Hold Bufs: 0
  – H-Tree Depth: 7
  – Post-CTS sizing: 0

Yosys
  – Avg Synthesized Cell Area: 20.9 sq um
  – Post-synthesis async set-or-reset flop share: 0
  – EDFF count, synth: 10200
  – Max-area cell share: 0.771
  – Cell area leaders: edfxtp_1 77%, mux4_2 12%, mux2i_1 3.1%
  – Commonest flop: edfxtp_1
  – Cell count after synthesis: 19100
  – Largest area contributor in the netlist: edfxtp_1
  – Yosys Instances: 19100
  – Synth warn: 1
  – Seq/Total Area, Yosys: 0.773
  – Ys flops: 10300
  – Synthesized cell area: 399000 sq um
  – Yosys cell types: 83
  – Chip Area, Yosys: 399000 sq um

Final timing
  – RSZ-0062 raised after global routing: false
  – Fmax: 15.6 MHz
  – Final worst setup slack: 233.59 ns
  – Tightest Pin Transition: 1.47 ns
  – Crit path time final: 64.31 ns
  – Max-slew violations: 0
  – Setup TNS: 0 ns
  – Worst Skew: 0.0755 ns
  – Final hold violations: 0
  – Final period utilization: 0.216
  – Worst slew margin: 0.00616
  – Final setup violation count: 0

Hold path
  – Hold Path Class: flop to flop
  – Hold path start: s_write_index[6]$_SDFFE_PN0P_
  – WHS Endpoint: s_write_index[6]$_SDFFE_PN0P_
  – Worst hold stages: 2

Floorplanning
  – Die Y: 895 um
  – Die width: 895 um
  – Rows: 327
  – CORE AREA: 794000 sq um
  – Initial Utilization: 0.502
  – Die area: 801000 sq um
  – Io pins: 26

Detailed routing
  – # DRC: 0
  – Drt wl/cell: 41.2 um
  – Initial DRC count: 17100
  – Via count: 205000
  – Via density: 6.52
  – Drt pass-1 iters: 8
  – ANT nets after route: 0
  – Routed WL: 1300000 um

Cells and area
  – Flip-flop and latch area: 308000 sq um
  – Filler cell count: 57400
  – Cell area after layout: 449000 sq um
  – Layout area overhead: 12.5%
  – Fraction of layout cells with a size suffix above 1: 0.230
  – Combinational gate area: 84500 sq um

Critical path
  – R2R setup slack: 289.27 ns
  – Critical path class: flop to output port
  – CP arrival: 4.73 ns
  – Reg2Reg Launch Point: s_read_index[0]$_SDFFE_PN0P_
  – Req. time, crit path: 238.32 ns
  – Worst reg2reg path endpoint: m_axis_fifo_tdata[4]$_SDFFE_PN0P_
  – CP Max Fanout: 10
  – CP startpoint kind: flop
  – Crit end category: output port
  – R2R depth: 17

Power and ir drop
  – Psw: 769 uW
  – Overall power: 3280 uW
  – Clock Power Share: 0.403
  – Leakage power: 0.136 uW
  – Pint: 2510 uW
  – Sequential share of power: 0.487
  – Logic gate share of total power: 0.111
  – Power Dens Cells: 7.30 nW/um^2
  – Switching share of power: 0.235
  – Max IR drop VDD: 7.04 uV

GRT
  – Vias in the first global route: 225000
  – Largest net degree at the start of global routing: 103
  – GRT Overall Usage: 0.369
  – Gr ovfl total: 0
  – First-pass GRT wire length: 1780000 um
  – Initial antenna violation count: 150

Placed design
  – Dpl cell area: 414000 sq um
  – RD Place Congestion: 0.991
  – IO buf count: 25
  – Place WS: 233.24 ns
  – Post-DP HPWL: 837000 um

Job
  – Tool warnings: 36
  – MaxCap Viol Count: 0

Status
  – Status: complete, no violations
[kinds of logic after synthesis]
logic type / count (synthesis) / share of synthesized area
DFF: 10300 / 0.773
muxes: 3416 / 0.153
and+or+nand+nor: 2263 / 0.0237
AOI/OAI and AO/OA: 1830 / 0.0320
buffers and inverters: 1251 / 0.0177
xor gates and xnor gates: 34 / 0.000747
adders and majority gates: 5 / 0.000157
[worst max-delay path: stages, from the launching register on]
cell and delay, ns:
dfxtp_1 0.51, and2_1 0.73, nand4_1 0.22, xnor2_1 0.21, nor4_1 0.26, nand4_1 0.87, clkdlybuf4s50_1 0.68
[final cells by class]
cell class / count / area share
diodes: 233 / 0.00130
clock buffers: 1350 / 0.0657
clock inverters: 535 / 0.0105
inverters: 12 / 0.000190
multi-input cells: 7548 / 0.188
flip-flops and latches: 10300 / 0.687
well taps: 10500 / 0.0294
repair buffers: 974 / 0.0174
[worst max-delay path by stage]
stage	from	to	cells past startpoint
global route	s_write_index[4]$_SDFFE_PN0P_	s_axis_fifo_tready	6
CTS	s_write_index[4]$_SDFFE_PN0P_	s_axis_fifo_tready	6
finish	s_write_index[2]$_SDFFE_PN0P_	s_axis_fifo_tready	6
[synthesized netlist by cell type, drive strengths merged (17+ instances only)]
library cell,count
nand2,543
a21oi,350
xnor2,30
nor4,32
o311ai,20
edfxtp,10200
nand4,22
nor2b,26
nand3,138
dfxtp,32
o211ai,47
o22ai,285
a211oi,38
a32oi,47
mux2i,1239
a311oi,27
nor2,1243
mux2,35
a21o,17
a2111oi,21
clkbuf,537
a221oi,32
mux4,2142
buf,702
o21ai,215
a31oi,95
and3,54
o221ai,405
a22oi,91
nor3,99
and2,46
[layer usage]
layer  share of wire  vias to the layer above  global-route usage
met2            0.44                    17400               0.472
li1                -                    81600                   -
met1            0.28                   103000               0.425
met3            0.22                     3127               0.348
met5          0.0055                        -              0.0781
met4           0.058                      284               0.165
[cell usage in the layout, fill, tap and decap left out, types with 285 or more instances in the layout]
| master | count |
|---|---|
| nor2_1 | 1223 |
| nand2_1 | 513 |
| mux2i_1 | 1239 |
| clkbuf_16 | 1148 |
| buf_4 | 917 |
| o22ai_1 | 285 |
| mux4_2 | 2142 |
| edfxtp_1 | 10200 |
| a21oi_1 | 348 |
| o221ai_1 | 404 |
[flip-flops by register name, indices dropped and copies added (netlist names), 8 cells and up]
signal and count:
m_axis_fifo_tdata 8, s_read_index 10, s_fifo_mem_tdata 8192, s_fifo_mem_tuser 1024, s_fifo_mem_tlast 1024, s_write_index 10
[power by group through the flow]
stage | logic (uW) | registers, uW | clock network, uW
4_1_cts | 360 | 1590 | 1330
5_1_grt | 378 | 1590 | 1390
6_report | 362 | 1590 | 1320
[metrics by stage]
| step | hold slack (ns) | cells | utilization |
|---|---|---|---|
| floorplan | 0.402 | 19100 | - |
| global placement | 0.662 | 29300 | 0.521 |
| detailed placement | 0.666 | 29300 | 0.521 |
| CTS | 0.663 | 31200 | 0.564 |
| global route | 0.712 | 31300 | 0.565 |
| finish | 0.685 | 31500 | 0.565 |
No activity file was given, so power comes from the tool's default toggle rates.
